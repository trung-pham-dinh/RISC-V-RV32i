==> ./run.sh <==
#!/bin/bash
# OpenROAD 26Q1-2900-gdf79404cd8, Yosys 0.63+post, stock flow scripts
make -C /OpenROAD-flow-scripts/flow DESIGN_CONFIG=/design/flow/config.mk WORK_HOME=/design/flow/orfs finish
==> ./config.mk <==
export PLATFORM = sky130hd
export DESIGN_NAME = branch_comp
export DESIGN_NICKNAME = branch_comp
export VERILOG_FILES = /design/flow/design.v
export SDC_FILE = /design/flow/constraint.sdc
export NUM_CORES = 4
export LEC_CHECK = 1
export CORE_AREA = 10 10 75 75
export DIE_AREA = 0 0 85 85
==> ./constraint.sdc <==
current_design branch_comp

set clk_period 2.8
set clk_io_pct 0.2

create_clock -name clk0 -period $clk_period

set non_clock_inputs [all_inputs -no_clocks]
set_input_delay [expr $clk_period * $clk_io_pct] -clock clk0 $non_clock_inputs
set_output_delay [expr $clk_period * $clk_io_pct] -clock clk0 [all_outputs]
==> ./design.v <==
module branch_comp (
      input logic [31:0] i_rs1_data
    , input logic [31:0] i_rs2_data
    , input logic        i_br_un 
    , output logic       o_br_eq
    , output logic       o_br_lt
);
logic [32:0] sign_rs1;  
logic [32:0] sign_rs2;  
logic [32:0] usign_rs1;  
logic [32:0] usign_rs2;  
logic [32:0] negative_usign_rs2;  
logic [32:0] negative_sign_rs2;  
logic [32:0] sub_usign;  
logic [32:0] sub_sign;  
always_comb begin
    usign_rs1    = {1'b0, i_rs1_data};
    usign_rs2    = {1'b0, i_rs2_data};
    sign_rs1     = {i_rs1_data[31], i_rs1_data};
    sign_rs2     = {i_rs2_data[31], i_rs2_data};
    negative_usign_rs2 = 33'((~usign_rs2) + 33'b1);  
    negative_sign_rs2   = 33'((~sign_rs2) + 33'b1);  
    sub_usign = 33'(usign_rs1 + negative_usign_rs2);
    sub_sign  = 33'(sign_rs1  + negative_sign_rs2);
    o_br_eq = i_rs1_data == i_rs2_data;
    o_br_lt = (i_br_un)? sub_usign[32] : sub_sign[32];
end
endmodule
==> results_slide.txt <==
Synthesis and Place & Route Summary

Outcome
  – Status: finished, final reports clean

Yosys
  – Synth warnings: 1
  – Avg Cell Area, Syn: ~7 um2
  – Mapped Area: slightly above 800 um2
  – # Cells Yosys: about 110
  – Mapped Cells: about 110
  – Distinct cells, synth: 23
  – Register share after synthesis: 0
  – Chip Area, Yosys: ~810 um2

Die
  – Chip Area: slightly above 7000 um2
  – Top Ports: 67
  – Num rows: 23
  – CORE AREA: around 4100 um2
  – Die width: 85 um
  – Die Y: 85 um
  – FP Util: 0.200

Power
  – Pleak: 0.990 nW
  – Clk pwr share: 0
  – Switching power: slightly below 100 uW
  – Sequential share of power: 0
  – Power Internal: 167 uW
  – Comb power frac: 1.000
  – PD cells: roughly 130 nW/um2
  – VDD IR-drop max: 0.0489 mV
  – Switch share: 0.371

Layout
  – Commonest non-fill, non-tap cell in the layout: clkdlybuf4s50_1
  – Flip-flops: 0
  – Fillers: 376
  – P&R area growth vs syn: 143%
  – Post-Route Utilization: 0.487
  – Commonest non-fill, non-tap cells in the layout: clkdlybuf4s50_1 (25), ha_4 (23), inv_2 (19), buf_4 (14), dlymetal6s2s_1 (13)
  – Flip-flop and latch area: 0 um2
  – Share of layout cells above drive strength 1: 0.446
  – Clock buf count: 0

Route
  – Final ANT Viol Nets: 0
  – First drt pass iteration count: 3
  – Vias: 1046
  – Vias per std cell: 4.27
  – Total Wirelength: a little over 3 mm
  – Initial DRC count: 7
  – WL/cell: roughly 13 um
  – Drt drc: 0
  – Antenna cells: 0

Place
  – Pre-CTS setup slack: -0.805 ns
  – Routability Congestion: a little under 0.7
  – Port Buffers: ~67
  – HPWL Detailed: 2.62 mm

Timing
  – Fin. max-slew vios: 0
  – RSZ-0062 raised after global routing: true
  – Worst hold slack: 1.58 ns
  – Final Hold Viols: 0
  – Max Clk Rate: 0.363 GHz
  – Cycle use final: 0.984
  – Minimum clock period: between 2 and 3 ns
  – Slack of the critical path: 0.0440 ns
  – Least-Margin Pin Slew: between 0.2 and 0.3 ns
  – Setup-failing EPs final: 0
  – Max_slew headroom: 0.833
  – Setup TNS: 0 ns

Global route
  – Met3 usage: 0.0222
  – Met1 Resource Use GR: 0.101
  – Vias in the first global route: between 1000 and 1500
  – GR Util met2: 0.129
  – Initial antenna violation count: 0
  – Global-route wire length before repair: around 4.9 mm
  – Busiest grt layer: met2
  – Gr usage total: 0.0770
  – Largest net degree at the start of global routing: 4
  – GR Overflow Total: 0

Worst setup path
  – Crit-path max FO: 2
  – WS Path Type: primary input to output port
  – Crit. End Element: output port
  – CP arrival: around 2.2 ns
  – CP max stage cell: or4_4
  – CP Launch Type: primary input
  – CP cell instances: buf_6, inv_4, ha_4, and4_4, nand4_1, or4_4, a31oi_1, o32ai_1, buf_2
  – Slowest cell delay on critical path: ~0.56 ns
  – Required time of the worst setup path: ~2.2 ns

Min path
  – Hold depth: 6
  – Hold Path Class: primary input to output port

Job
  – OpenROAD warnings: 33
  – Max-cap viol count: 0

Clocking
  – Hold_buf cts: 0
==> Yosys cell counts (all sizes together) <==
cell,number,share of area
a211oi,2,0.018
a21o,2,0.018
a21oi,7,0.043
a221o,1,0.012
a221oi,2,0.022
a31oi,1,0.0077
and2,1,0.0092
and4,1,0.011
ha,32,0.49
inv,32,0.15
nand2,7,0.032
nand2b,1,0.0077
nand3,4,0.025
nand4,4,0.031
nor2,5,0.023
nor2b,2,0.015
nor3,1,0.0062
o211a,1,0.012
o211ai,1,0.0092
o21ai,4,0.025
o221ai,1,0.011
o32ai,1,0.011
or4,1,0.0092
==> power groups by stage <==
stage	Sequential, mW	Combinational [mW]	Clock, mW
after global routing	0	0.300	0
final	0	0.265	0
after CTS	0	0.234	0
==> critical path: cells and delay by family <==
kind                       cells  cell delay (ns)
AOI/OAI and AO/OA              2             0.24
buffers and inverters          3             0.22
adders and majority gates      1             0.25
and+or+nand+nor                3             0.91
==> what timing repair did <==
action                     in CTS  in global routing
resized                        89                 59
setup endpoints to repair       2                  2
setup buffers                   2                  3
pin swaps                      24                 24
==> cell type report <==
type / count / area [um2] / area share
tap: 50 / 62.6 / 0.0316
multi-input combinational: 82 / 1030 / 0.522
timing repair buffer: 81 / 758 / 0.384
inverter: 32 / 125 / 0.0633
==> stage by stage <==
step	power [mW]	std cells	area (um2)
3_3_place_gp	0.211	240	1610
4_1_cts	0.234	242	1760
3_5_place_dp	0.210	240	1610
6_report	0.265	245	1980
5_1_grt	0.300	245	1980
2_1_floorplan	0.0805	114	812
==> kinds of logic after synthesis <==
| logic type | count (synthesis) | share of synthesized area |
|---|---|---|
| buffers and inverters | 32 | 0.148 |
| adder cells (fa/ha/maj) | 32 | 0.493 |
| AND/OR/NAND/NOR | 27 | 0.170 |
| AND-OR/OR-AND | 23 | 0.190 |
==> layer usage <==
metal | vias to the layer above | wire, um | part of all wire
met3 | 0 | 225 | 0.073
met5 | - | 0 | 0
met2 | 33 | 1400 | 0.45
met4 | 0 | 0 | 0
met1 | 450 | 1470 | 0.47
li1 | 563 | - | -
==> worst paths after layout <==
path	startpoint	end	slack, ns
setup / recovery	i_rs2_data[31]	o_br_lt	0.04
hold / removal	i_rs1_data[31]	o_br_lt	1.58
Power is estimated from default activity; no workload was simulated.
