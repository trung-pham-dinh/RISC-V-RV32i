--- flow/constraint.sdc ---
current_design lcd_ctrl

set clk_period 1.7
set clk_io_pct 0.2

create_clock -name clk0 -period $clk_period [get_ports {i_clk}]

set non_clock_inputs [all_inputs -no_clocks]
set_input_delay [expr $clk_period * $clk_io_pct] -clock clk0 $non_clock_inputs
set_output_delay [expr $clk_period * $clk_io_pct] -clock clk0 [all_outputs]
--- flow/config.mk ---
export PLATFORM = sky130hd
export DESIGN_NAME = lcd_ctrl
export DESIGN_NICKNAME = lcd_ctrl
export VERILOG_FILES = /design/flow/design.v
export SDC_FILE = /design/flow/constraint.sdc
export NUM_CORES = 4
export LEC_CHECK = 1
export CORE_AREA = 10 10 80 80
export DIE_AREA = 0 0 90 90
--- flow/design.v ---
module lcd_ctrl 
#(
      parameter T_PERIOD_NS = 20  
    , parameter T_AS_NS   = 80     
    , parameter T_PW_NS   = 460    
    , parameter T_CYCE_NS = 1000   
)
(
      input  logic        i_clk
    , input  logic        i_rst_n
    , input  logic        i_vld
    , output logic        o_rdy
    , input  logic [7:0]  i_LCD_DATA
    , input  logic        i_LCD_RW
    , input  logic        i_LCD_RS
    , input  logic        i_LCD_ON
    , output logic [7:0]  o_LCD_DATA
    , output logic        o_LCD_RW  
    , output logic        o_LCD_EN   
    , output logic        o_LCD_RS   
    , output logic        o_LCD_ON   
);
    localparam C_AS_NS   = T_AS_NS   / T_PERIOD_NS;
    localparam C_PW_NS   = T_PW_NS   / T_PERIOD_NS;
    localparam C_CYCE_NS = T_CYCE_NS / T_PERIOD_NS;
    localparam CNT_W = $clog2(C_AS_NS+C_CYCE_NS+1)+1;
    logic [CNT_W-1:0] cnt;
    always_ff @( posedge i_clk ) begin
        if (~i_rst_n) begin
            o_LCD_DATA <= '0; 
            o_LCD_RW   <= '0;  
            o_LCD_EN   <= '0;  
            o_LCD_RS   <= '0;  
            o_LCD_ON   <= '0;   
            o_rdy      <= 1'b1;
            cnt        <= '0;  
        end   
        else begin
            o_LCD_DATA <= i_LCD_DATA; 
            o_LCD_RW   <= i_LCD_RW;  
            o_LCD_EN   <= (~o_LCD_EN && (cnt == CNT_W'(C_AS_NS)))? 1'b1 : (o_LCD_EN && (cnt == CNT_W'(C_AS_NS+C_PW_NS)))? 1'b0 : o_LCD_EN;  
            o_LCD_RS   <= i_LCD_RS;  
            o_LCD_ON   <= i_LCD_ON;   
            o_rdy      <= (i_vld & o_rdy)? 1'b0 : (cnt == CNT_W'(C_AS_NS+C_CYCE_NS))? 1'b1 : o_rdy;
            cnt        <= (~o_rdy)? cnt+1 : '0;  
        end
    end
endmodule
--- flow/run.sh ---
#!/bin/bash
# OpenROAD 26Q1-2900-gdf79404cd8, Yosys 0.63+post, stock flow scripts
make -C /OpenROAD-flow-scripts/flow DESIGN_CONFIG=/design/flow/config.mk WORK_HOME=/design/flow/orfs finish
==> load_flow_metrics.sql <==
-- generated from flow reports
INSERT INTO impl_metrics (metric_group, metric, value, unit) VALUES
('cells_and_area', 'layout-area-overhead-vs-synth', '59.3', '%'),
('global_route', 'grt_max_degree', '13', ''),
('timing', 'slew_violations', '0', ''),
('placed_design', 'place_inst', '160', ''),
('worst_setup_path', 'setup.worst_path.start_class', 'flip-flop', ''),
('timing', 'timing.clock.skew', '0.00388', 'ns'),
('drt', 'via_count', '556', ''),
('timing', 'post-route-min-period', '1.47', 'ns'),
('drt', 'finalWirelength', '1.63', 'mm'),
('cells_and_area', 'stdcell_area', '1130', 'sq um'),
('worst_setup_path', 'critPathMaxFanout', '5', ''),
('timing', 'achievable-frequency', '682', 'MHz'),
('timing', 'timing_hold_violations_final', '0', ''),
('worst_setup_path', 'timing.critical_path.to_type', 'primary output', ''),
('timing', 'setup_violations', '0', ''),
('clock_network', 'ctsLongestPathBuffers', '2', ''),
('logic_synthesis', 'synth.lib_cells_used.distinct', '19', ''),
('clock_network', 'clkTransAtPathRegs', '0.07', 'ns'),
('worst_setup_path', 'path_cells', 'clkdlybuf4s50_1', ''),
('worst_setup_path', 'cpLargestDelayFamily', 'buffers and inverters', ''),
('drt', 'detail_route.iter0.violations', '17', ''),
('placed_design', 'pre_cts_slack', '0.413', 'ns'),
('logic_synthesis', 'syn-mean-instance-area', '10.6', 'sq um'),
('floorplanning', 'die-area', '8100', 'sq um'),
('floorplanning', 'die_x', '90', 'um'),
('cells_and_area', 'stdcell_count', '164', ''),
('drt', 'drtPass1Iterations', '4', ''),
('clock_network', 'clockRootBuffer', 'clkbuf_8', ''),
('global_route', 'grt_first_pass_wirelength', '2.71', 'mm'),
('timing', 'postLayoutSetupSlackWorst', '0.234', 'ns'),
('floorplanning', 'initial_core_util', '0.150', ''),
('clock_network', 'cts_hold_buffers_added', '0', ''),
('logic_synthesis', 'ys_seq_frac', '0.566', ''),
('placed_design', 'detailed_place_hpwl', '1.31', 'mm'),
('timing', 'grt_setup_unrepaired', 'no', ''),
('floorplanning', 'placementRows', '25', ''),
('global_route', 'groute.usage.overall', '0.0406', ''),
('worst_setup_path', 'critPathArrivalTime', '1.13', 'ns'),
('timing', 'fin_tns_setup', '0', 'ns'),
('floorplanning', 'core', '4720', 'sq um'),
('cells_and_area', 'fillerInstances', '490', ''),
('status', 'outcome', 'complete, no violations', ''),
('clock_network', 'clkSinkCount', '20', ''),
('clock_network', 'cts_buffer_count', '3', ''),
('logic_synthesis', 'number_of_cells_in_yosys_stat', '67', ''),
('placed_design', 'gpl.final_weighted_congestion', '0.805', ''),
('clock_network', 'clock_tree.htree_level_count', '1', ''),
('logic_synthesis', 'edf_count', '0', ''),
('cells_and_area', 'finish.utilization', '0.238', ''),
('timing', 'final.period_utilization', '0.862', ''),
('power_and_ir_drop', 'max-vdd-ir-drop', '0.377', 'mV'),
('power_and_ir_drop', 'power_per_cell_area', '914', 'nW/um^2'),
('logic_synthesis', 'top_cells_by_area', 'dfxtp_1 57%, and2_1 11%, ha_1 7.1%', ''),
('worst_setup_path', 'crit_type', 'reg2out', ''),
('clock_network', 'clock_latency', '0.25', 'ns'),
('clock_network', 'cts_tree', 'done', ''),
('worst_setup_path', 'max_stage_delay', '0.49', 'ns'),
('drt', 'detail_route.antenna_diodes', '0', ''),
('logic_synthesis', 'yosys_warnings', '1', ''),
('clock_network', 'postCtsResizedCells', '0', ''),
('logic_synthesis', 'async_reset_ff_frac', '0', ''),
('drt', 'post_drt_via_cell_ratio', '3.39', ''),
('drt', 'detail_route.drc_violations', '0', ''),
('global_route', 'grt_pass1_vias', '550', ''),
('worst_setup_path', 'critPathSlowestCell', 'clkdlybuf4s50_1', ''),
('clock_network', 'post_cts.repair.setup_buffers', '0', ''),
('cells_and_area', 'drive_gt1_frac', '0.0619', ''),
('worst_hold_path', 'hp-class', 'reg2reg', ''),
('flow_run', 'max_cap_viol_count', '0', ''),
('floorplanning', 'dieHeight', '90', 'um'),
('logic_synthesis', 'yosysMostFrequentCell', 'dfxtp_1', '');
[worst paths after layout]
path / from / end / slack [ns] / cells after the start
worst min-delay path: o_LCD_EN / o_LCD_EN / 0.47 / 2
worst max-delay path: o_rdy / o_rdy / 0.23 / 1
worst max register to register: cnt[1] / o_LCD_EN / 0.39 / 4
worst min register to register: o_LCD_EN / o_LCD_EN / 0.47 / 2
[final cells by class]
| class | instances | area (sq um) | area share |
|---|---|---|---|
| well taps | 67 | 83.8 | 0.0744 |
| flip-flops and latches | 20 | 400 | 0.356 |
| repair buffers | 27 | 268 | 0.238 |
| clock inverters | 1 | 30.0 | 0.0267 |
| multi-input cells | 44 | 295 | 0.262 |
| clock buffers | 3 | 41.3 | 0.0367 |
| inverters | 2 | 7.51 | 0.00667 |
[kinds of logic (layout without fill, tap and decap cells)]
| logic type | after synthesis | count (layout) | share of synthesized area |
|---|---|---|---|
| AND-OR/OR-AND | 8 | 8 | 0.0673 |
| XOR/XNOR | 2 | 2 | 0.0248 |
| adder cells (fa/ha/maj) | 4 | 4 | 0.0708 |
| buffers and inverters | 3 | 33 | 0.0159 |
| flip-flops | 20 | 20 | 0.566 |
| AND/OR/NAND/NOR | 30 | 30 | 0.255 |
[flip-flops by register name (all words and copies together), names as in the netlist]
signal      count
o_LCD_DATA      8
o_LCD_RS        1
cnt             7
o_rdy           1
o_LCD_RW        1
o_LCD_ON        1
o_LCD_EN        1
[layer usage]
metal  up-vias  track usage  routed length, um
met5         -            0                  0
met4         0      0.00398                  8
met3         2       0.0277                210
met2        29       0.0605                684
met1       243       0.0490                727
li1        282            -                  -
[worst reg2reg max path, stage by stage, from the launching register on]
cell,delay [ns]
dfxtp_1,0.40
ha_1,0.21
nand2b_1,0.10
o41ai_1,0.40
nor2_1,0.09
[power by group]
group / switching [mW] / leakage, nW / internal (mW)
combinational: 0.0174 / 0.207 / 0.0621
clock: 0.142 / 0.0357 / 0.314
sequential: 0.00762 / 0.165 / 0.486
total: 0.167 / 0.408 / 0.862
[metrics by stage]
stage | hold WS [ns] | power [mW]
floorplan | 0.413 | 0.517
global placement | 0.483 | 0.585
CTS | 0.483 | 1.04
global route | 0.537 | 1.08
finish | 0.471 | 1.03
detailed placement | 0.470 | 0.585
[cells in the final DEF (no fill, tap or decap), drive strengths merged, types with 2 or more instances in the layout]
cell           count
dfxtp             20
o21ai              2
or3                2
nand2              2
nand2b             3
xor2               2
and2              12
clkdlybuf4s50     26
inv                2
a21oi              4
nor2               5
ha                 4
nand3              2
clkbuf             3
Power is estimated from default activity; no workload was simulated.
