--- /design/flow/design.v ---
module btn_debounce 
#(
      parameter STABLE_TIME_MS = 5  
    , parameter CLK_PERIOD_NS = 20  
)
(
      input  logic i_clk
    , input  logic i_rst_n
    , input  logic i_btn
    , output logic o_btn
);
    localparam STABLE_CYCLE = (10**6 * STABLE_TIME_MS) / CLK_PERIOD_NS;
    localparam CNT_WIDTH    = $clog2(STABLE_CYCLE+1);  
    typedef enum logic { 
        STABLE_0 = 1'b0,  
        STABLE_1 = 1'b1
    } BtnState_e;
    BtnState_e            btn_state;
    BtnState_e            btn_state_next;
    logic                 btn_state_vld;
    logic                 cnt_rst;
    logic [CNT_WIDTH-1:0] cnt_val;
    assign cnt_rst    = btn_state != btn_state_next;
    assign btn_state_vld = cnt_val == CNT_WIDTH'(STABLE_CYCLE);
    always_ff @( posedge i_clk ) begin: btn_state_ff
        if(~i_rst_n) begin  
            btn_state <= BtnState_e'(i_btn);
        end
        else begin 
            btn_state <= btn_state_next;
        end
    end
    always_comb begin
        case (btn_state)
            STABLE_0: begin
               if(i_btn) begin
                btn_state_next = STABLE_1;
               end 
               else begin
                btn_state_next = btn_state;
               end
            end 
            STABLE_1: begin
               if(~i_btn) begin
                btn_state_next = STABLE_0;
               end 
               else begin
                btn_state_next = btn_state;
               end
            end 
            default: begin
                btn_state_next = STABLE_0;
            end 
        endcase 
    end
    always_ff @( posedge i_clk ) begin: cnt_ff
        if(~i_rst_n | cnt_rst | btn_state_vld) begin  
            cnt_val <= '0;
        end
        else begin 
            cnt_val <= CNT_WIDTH'(cnt_val + 1);
        end
    end
    always_ff @( posedge i_clk ) begin: o_btn_ff
        if(~i_rst_n) begin  
            o_btn <= i_btn;
        end
        else begin 
            o_btn <= (btn_state_vld)? 1'(btn_state) : o_btn;
        end
    end
endmodule
--- /design/flow/config.mk ---
export PLATFORM = sky130hd
export DESIGN_NAME = btn_debounce
export DESIGN_NICKNAME = btn_debounce
export VERILOG_FILES = /design/flow/design.v
export SDC_FILE = /design/flow/constraint.sdc
export NUM_CORES = 4
export LEC_CHECK = 1
export CORE_AREA = 10 10 97 97
export DIE_AREA = 0 0 107 107
--- /design/flow/constraint.sdc ---
current_design btn_debounce

set clk_period 2.5
set clk_io_pct 0.2

create_clock -name clk0 -period $clk_period [get_ports {i_clk}]

set non_clock_inputs [all_inputs -no_clocks]
set_input_delay [expr $clk_period * $clk_io_pct] -clock clk0 $non_clock_inputs
set_output_delay [expr $clk_period * $clk_io_pct] -clock clk0 [all_outputs]
--- /design/flow/run.sh ---
#!/bin/bash
# OpenROAD 26Q1-2900-gdf79404cd8, Yosys 0.63+post, stock flow scripts
make -C /OpenROAD-flow-scripts/flow DESIGN_CONFIG=/design/flow/config.mk WORK_HOME=/design/flow/orfs finish
==> flow_summary.toml <==
# flow metrics
[route]
drtIter0Drc = 25
wire_per_inst_um = 7.27
dr_wl_met2_um = 628
diodes = 0
maxUsedRoutingLayer = "met4"
finalWirelength_um = 1490
vias_per_cell = 3.20
met3_length_um = 49
ant_nets = 0
first_pass_iters = 4
drc = 0
wl_met1_um = 802
vias = 657

[layout]
area_delta_synth_final_pct = 24.3
drive_above_1_share_pct = 8.49
stdcell_count = 205
final_cell_area_um2 = 1110
final_util_pct = 15.2

[critical_path]
regToRegSetupSlack_ps = 620
endpoint_kind = "flip-flop"
rr_startpoint = "cnt_val[9]$_SDFF_PP0_"
reg2reg_depth = 4
arrival_ps = 2000
start_kind = "flip-flop"
cpPeakStageDelay_ps = 680
path_class = "reg2reg"
path_cells = "nor4b_1 -> nand4_1 -> o211ai_2 -> nor2_1"
r2r_end = "cnt_val[7]$_SDFF_PP0_"
slowest_stage = "o211ai_2"
cp.required_ps = 2620
cp_max_fo = 18

[pwr]
p_leak_nw = 0.297
ir_worst_vdd_mv = 0.265
p_per_area_nw_per_um2 = 570

[die]
dieArea_um2 = 11400
ios = 4
fp_util_pct = 12.2
core_um2 = 7290
die_y_um = 107
num_rows = 31
die_width_um = 107

[clock_tree]
cts_buffer_depth = 2
hold_buffers = 0
htreeDepth = 1
cts_made_buffers = 3
post-cts-setup-buffers = 0
clk_pin_slew_ps = 70
cts.sinks = 20
cts_root_buf = "clkbuf_8"
clk_latency_ps = 250
ctsResizeCount = 0
cts_tree = "done"

[yosys]
seq_area_frac_synth_pct = 46.1
yosys-stat-area_um2 = 891
avgSynthCellArea_um2 = 8.91
synthesis.area_um2 = 891
synth.distinct_cells = 23
synthCells = 100
synth_flops = 20
yosysWarnings = 1
ys_cells = 100

[hold_path]
hp-class = "reg2reg"
hp-start = "cnt_val[0]$_SDFF_PP0_"
min_to = "cnt_val[0]$_SDFF_PP0_"
hold_depth = 1

[global_route]
antenna_found_initial = 0
gr-total-overflow = 0
first_global_vias = 615
grt_pass1_wl_um = 2710
track_usage_pct = 2.75
grt_max_degree = 19

[timing]
period_used_pct = 75.2
fin_skew_ps = 0.808
period_needed_ps = 1880
slew_violations = 0
grt_setup_unrepaired = "false"
hold_violations = 0
setup_violations = 0
relSlewSlack_pct = 46.7
fin_ws_ps = 620
tns_ps = 0
fmax_mhz = 532
worst_pin_slew_ps = 798

[place]
gp_congestion = 0.811
dpl.hpwl_um = 1070
numPortBuffers = 3
dp_slack_ps = 641
place_area_um2 = 1040
dp.cells = 201

[status]
status = "completed"

[job]
drv_cap = 0
tool_warnings = 26
[where the power goes]
part,switching (mW),total [mW],internal (mW)
Clock,0.105,0.279,0.173
Sequential,0.00320,0.329,0.326
Combinational,0.0125,0.0231,0.0105
[layout by cell type (no fill, tap or decap)]
cell / Yosys / layout
a21oi_1: 5 / 5
and4_1: 1 / 1
clkbuf_16: 0 / 1
clkbuf_8: 0 / 3
clkdlybuf4s50_1: 0 / 3
dfxtp_1: 19 / 19
edfxtp_1: 1 / 1
ha_1: 2 / 2
inv_1: 6 / 6
mux2_2: 1 / 1
nand2_1: 6 / 6
nand3_1: 4 / 4
nand3_2: 1 / 1
nand3b_1: 1 / 1
nand4_1: 3 / 3
nor2_1: 17 / 17
nor3_1: 2 / 2
nor4_1: 2 / 2
nor4b_1: 2 / 2
o211ai_2: 1 / 1
o21ai_0: 6 / 6
or3_1: 5 / 5
or4_4: 2 / 2
xnor2_1: 11 / 11
xor2_1: 1 / 1
[metrics by stage]
| step | total power, mW | hold slack (ps) |
|---|---|---|
| final | 0.631 | 478 |
| after floorplan | 0.349 | 441 |
| after CTS | 0.639 | 489 |
| after global placement | 0.360 | 457 |
| after global routing | 0.661 | 527 |
| after detailed placement | 0.360 | 470 |
[routing by layer]
layer  up-vias  GRT usage [%]
met5         -              0
met4         0          0.193
met3         2          0.849
met2         6           4.30
met1       296           3.79
li1        353              -
[worst max-delay path by stage]
stage,startpoint,to,slack (ps),cells after the start
final,cnt_val[9]$_SDFF_PP0_,cnt_val[7]$_SDFF_PP0_,620,4
after global routing,cnt_val[9]$_SDFF_PP0_,cnt_val[5]$_SDFF_PP0_,350,4
after CTS,cnt_val[0]$_SDFF_PP0_,cnt_val[14]$_SDFF_PP0_,620,5
[final cells by class]
type,instances,area (µm²)
fillers,844,6180
multi-input cells,73,454
flip-flops and latches,20,410
well taps,99,124
clock buffers,4,66.3
repair buffers,3,30.0
inverters,6,22.5
[synthesized netlist by cell type]
library cell,n,area (µm²)
edfxtp_1,1,30.0
nor2_1,17,63.8
or4_4,2,22.5
nor4b_1,2,17.5
clkbuf_1,1,3.75
nand3b_1,1,7.51
nand2_1,6,22.5
inv_1,6,22.5
or3_1,5,31.3
nand3_1,4,20.0
nand3_2,1,10.0
nor3_1,2,10.0
xnor2_1,11,96.3
xor2_1,1,8.76
mux2_2,1,11.3
ha_1,2,25.0
and4_1,1,8.76
o211ai_2,1,12.5
nor4_1,2,12.5
a21oi_1,5,25.0
o21ai_0,6,30.0
nand4_1,3,18.8
dfxtp_1,19,380
[kinds of logic (layout without fill, tap and decap cells)]
group	count (synthesis)	after routing	synth area share [%]
mux	1	1	1.26
fa+ha+maj	2	2	2.81
buf+inv	7	13	2.95
simple gates	46	46	27.5
compound gates	12	12	7.58
flops	20	20	46.1
xor+xnor	12	12	11.8
[worst max-delay path, delay by kind of cell (launching register included)]
kind               cells  cell delay, ps
and+or+nand+nor        3             700
DFF                    1             350
AOI/OAI and AO/OA      1             680
[registers in the layout (all words and copies together), names as in the netlist]
register	count
cnt_val	18
btn_state	1
o_btn	1
Power and IR drop assume default switching activity.
