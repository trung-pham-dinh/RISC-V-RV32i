==> ./design.v <==
module evaluation 
#(
      parameter BR_THRSH_EVAL      = 1000  
    , parameter IPC_THRSH_EVAL     = 1000  
    , parameter MEM_PEN_THRSH_EVAL = 100   
    , localparam BR_CNT_W      = $clog2(BR_THRSH_EVAL+1)
    , localparam IPC_CNT_W     = $clog2(IPC_THRSH_EVAL+1)
    , localparam MEM_PEN_CNT_W = $clog2(MEM_PEN_THRSH_EVAL+1)
)
(
     input  logic                 i_clk
    ,input  logic                 i_rst_n
    ,input  logic                 i_is_br_inst
    ,input  logic                 i_is_br_pred_correct
    ,output logic [BR_CNT_W-1:0]  o_br_correct_eval 
    ,input  logic                 i_is_inst_vld   
    ,input  logic                 i_is_inst_done 
    ,output logic [IPC_CNT_W-1:0] o_ipc_eval 
    ,input  logic                     i_lsu_valid
    ,input  logic                     i_lsu_ready
    ,output logic [MEM_PEN_CNT_W-1:0] o_mem_pen
);
    logic [BR_CNT_W-1:0] br_correct_cnt;
    logic [BR_CNT_W-1:0] br_inst_cnt;
    logic [BR_CNT_W-1:0] br_correct_cnt_next;
    assign br_correct_cnt_next = (i_is_br_pred_correct)? br_correct_cnt+1 : br_correct_cnt;
    always_ff @( posedge i_clk ) begin
        if(~i_rst_n) begin
            o_br_correct_eval <= '0;
            br_inst_cnt       <= '0;
            br_correct_cnt    <= '0;
        end        
        else begin
            if(i_is_br_inst) begin
                if(br_inst_cnt==BR_THRSH_EVAL-1) begin
                    o_br_correct_eval <= br_correct_cnt_next;
                    br_inst_cnt       <= '0;
                    br_correct_cnt    <= '0;
                end
                else begin
                    o_br_correct_eval <= o_br_correct_eval;
                    br_inst_cnt       <= br_inst_cnt+1;
                    br_correct_cnt    <= br_correct_cnt_next;
                end
            end
        end
    end
    logic [IPC_CNT_W-1:0] ipc_cycle_cnt;
    logic [IPC_CNT_W-1:0] inst_cnt;
    logic [IPC_CNT_W-1:0] inst_cnt_next;
    assign inst_cnt_next = (i_is_inst_vld & i_is_inst_done)? inst_cnt+1 : inst_cnt;
    always_ff @( posedge i_clk ) begin
        if(~i_rst_n) begin
            o_ipc_eval     <= '0;
            ipc_cycle_cnt  <= '0;
            inst_cnt       <= '0;
        end
        else begin
            if(ipc_cycle_cnt==IPC_THRSH_EVAL-1) begin
                o_ipc_eval     <= inst_cnt_next;
                ipc_cycle_cnt  <= '0;
                inst_cnt       <= '0;
            end
            else begin
                o_ipc_eval     <= o_ipc_eval;
                ipc_cycle_cnt  <= ipc_cycle_cnt + 1;
                inst_cnt       <= inst_cnt_next;
            end
        end
    end
    logic [MEM_PEN_CNT_W-1:0] mem_pen_cycle_cnt;
    logic [MEM_PEN_CNT_W-1:0] mem_pen_access;
    logic [MEM_PEN_CNT_W-1:0] mem_pen_next;
    assign mem_pen_next = (i_lsu_ready)? mem_pen_access+1 : mem_pen_access;
    always_ff @( posedge i_clk ) begin
        if(~i_rst_n) begin
            o_mem_pen         <= '0;
            mem_pen_cycle_cnt <= '0;
            mem_pen_access    <= '0;
        end
        else begin
            if(i_lsu_valid) begin
                if(mem_pen_cycle_cnt==MEM_PEN_THRSH_EVAL-1) begin
                    o_mem_pen         <= mem_pen_next;
                    mem_pen_cycle_cnt <= '0;
                    mem_pen_access    <= '0;
                end
                else begin
                    o_mem_pen         <= o_mem_pen;
                    mem_pen_cycle_cnt <= mem_pen_cycle_cnt+1;
                    mem_pen_access    <= mem_pen_next;
                end
            end
        end
    end
endmodule
==> ./run.sh <==
#!/bin/bash
# OpenROAD 26Q1-2900-gdf79404cd8, Yosys 0.63+post, stock flow scripts
make -C /OpenROAD-flow-scripts/flow DESIGN_CONFIG=/design/flow/config.mk WORK_HOME=/design/flow/orfs finish
==> ./config.mk <==
export PLATFORM = sky130hd
export DESIGN_NAME = evaluation
export DESIGN_NICKNAME = evaluation
export VERILOG_FILES = /design/flow/design.v
export SDC_FILE = /design/flow/constraint.sdc
export NUM_CORES = 4
export LEC_CHECK = 1
export CORE_UTILIZATION = 40
==> ./constraint.sdc <==
current_design evaluation

set clk_period 1.9
set clk_io_pct 0.2

create_clock -name clk0 -period $clk_period [get_ports {i_clk}]

set non_clock_inputs [all_inputs -no_clocks]
set_input_delay [expr $clk_period * $clk_io_pct] -clock clk0 $non_clock_inputs
set_output_delay [expr $clk_period * $clk_io_pct] -clock clk0 [all_outputs]
==> notes.md <==
Implementation numbers.

- The run finished with clean final reports.
- The design draws around 3.3 mW.
- The area growth from synthesis to layout is 22.1%.
- The weighted congestion reported at the end of routability-driven placement is 0.782.
- On the worst setup and hold paths after CTS, the clock-pin slew comes to ~0.080 ns.
- Setup slack on the critical path of the routed design comes to slightly above 0.3 ns.
- The post-cts hold-fix buffer tally is 0.
- Per the synth log, the flip-flop and latch total comes to roughly 81.
- After synthesis, the most frequently instantiated cells are sky130_fd_sc_hd__dfxtp_1 (81), sky130_fd_sc_hd__nor2_1 (45), sky130_fd_sc_hd__nand2_1 (35).
- After synthesis, the share of flip-flops with an asynchronous set or reset is 0.
- Post-route period utilization is reported as 0.841.
- The synthesized design contains 0 enable-type register cells.
- The number of warnings reported in the stage logs is 25.
- The floorplan die area is 0.00918 mm^2.
- For this design the static power due to leakage is 1.47 nW.
- In this run the cell area measured after placement is 0.00408 mm^2.
- The finished cells cover 0.00430 mm^2.
- The minimum setup slack after placement is roughly 0.035 ns.
- The HPWL after detailed placement is ~4800 um.
- The count of endpoints failing setup in the final report is 0.
- The final hold violation count is 0.
- The flow reported a cell area power density of between 700 and 800 mW/mm^2.
- The final timing report derives a shortest allowable period of 1.60 ns.
- The count of warnings emitted by yosys is 1.
- Recorded from the global router log, the overflow total was 0.
- The normalized max-slew margin is 0.657.
- Buffers added to address setup during post-CTS repair amount to 0.
- The maximum number of pins on one net before global-route repair is 18.
- The number of top-level pins is 35.
- Wires add up to between 6000 and 7000 um.
- The script parses the final routing iteration and logs DRC violations as 0.
- The data arrival at the endpoint of the critical path is 1.83 ns.
- The number of rows in the core area is 33.
- The mapped netlist covers around 0.0035 mm^2.
- The startpoint type of the worst setup path is a flip-flop.
- The number of global-route vias before repair is between 2000 and 2500.
- The detailed placer reported the number of placed instances as 525.
- The clock arrives with 0.0135 ns of skew.
- For this sky-water flow run, the detailed-routed wirelength per cell is reported as 12.7 um.
- The buffer levels on the longest clock path is 2.
- The dominant cell type by area after synthesis is sky130_fd_sc_hd__dfxtp_1.
- The type of the setup path with the least slack is flip-flop to flip-flop.
- The report lists the number of cells resized after CTS as 0.
- After floorplanning, the core was sized to cover 0.00838 mm^2.
- The final core utilization is 0.513.
- The gate count after technology mapping is around 380.
- The number of clock buffers added by TritonCTS is 9.
- The total iterations of the first detailed-routing run is 4.
- Summed over all routing layers, the global router reports a total usage of 0.165.
- The final layout reports a setup TNS of 0 ns.
- The die is 95.8 um wide.
- The max-slew violation total from the final report is 0.
- In the floorplan report the effective utilization is 0.420.
- Of the post-synthesis cell area, the dominant cell type holds 0.461.
- The portion of the post-synthesis area used by sequential elements is 0.461.
- The violation tally recorded at the end of detailed-routing iteration 0 is roughly 43.
- The y dimension of the die is 95.8 um.
- Yosys attributes the largest share of cell area to sky130_fd_sc_hd__dfxtp_1 (46%), sky130_fd_sc_hd__o2bb2ai_1 (6.0%), sky130_fd_sc_hd__xor2_1 (6.0%), sky130_fd_sc_hd__xnor2_1 (5.2%), sky130_fd_sc_hd__nor2_1 (4.8%).
- Setup repair after global routing left no endpoint under its margin.
- The number of levels in the clock H-tree is 3.
- For this run the top cell type by instance count after synthesis was sky130_fd_sc_hd__dfxtp_1.
- STA classifies the critical path endpoint as a flip-flop.
- The total number of vias is 2708.
- Clock latency on the worst-skew pair, taken at its later pin, is 0.35 ns.
- The total cells reported by yosys after synthesis is 378.
- The chip area line of the yosys report is roughly 0.0035 mm^2.
- The maximum fanout count along the critical path is 8.
- The final-layout worst hold slack is approximately 0.45 ns.
- TritonCTS built the clock tree.
- A synthesized cell averages 9.31 um^2.
- The distinct cell type count after synthesis is roughly 46.
- Based on the critical path, the design can be clocked at up to 626 MHz.
- The average vias per placed instance is about 5.
- The number of inserted diodes is 0.
- The fraction of final layout cells sized beyond drive strength 1 is 0.119.
- The clock sink count is slightly above 80.
- The port buffer count is 34.
- The largest voltage drop on the vdd net is between 0.4 and 0.5 mV.
- The data required time reported for the critical path is between 2 and 2.5 ns.
- The finished layout holds between 500 and 600 standard cells, fillers aside.
- The count of nets left with antenna violations once routing finished came out at 0.
- The leading register cell type out of synthesis is sky130_fd_sc_hd__dfxtp_1.
- The initial antenna violation count is 0.
- The count of max-cap constraint violations is 0.
- The kind of path behind the tightest hold check is flip-flop to flip-flop.
- The worst-margin pin slew is 0.514 ns.
- The master cell of the clock root buffer is sky130_fd_sc_hd__clkbuf_8.
- The first-pass GRT wire length is ~12000 um.
==> state kept, by name (all words and copies together) (netlist names) <==
signal and cells:
br_correct_cnt 10, br_inst_cnt 10, inst_cnt 10, ipc_cycle_cnt 10, o_br_correct_eval 10, o_ipc_eval 10, mem_pen_access 7, mem_pen_cycle_cnt 7
o_mem_pen 7
==> layout by cell type (no fill, tap or decap), drive strengths merged, types with 4 or more instances in the layout <==
cell and count:
a21oi 12, a31oi 5, and3 4, buf 23
clkbuf 9, clkdlybuf4s50 34, clkinv 4, dfxtp 81
ha 6, inv 6, mux2i 4, nand2 36
nand3 22, nand4 15, nor2 45, nor3 13
nor4 6, o21ai 7, o2bb2ai 24, or3 4
xnor2 21, xor2 24
==> worst max-delay path: stages, from the launching register on <==
cell and delay [ns]:
sky130_fd_sc_hd__dfxtp_1 0.35, sky130_fd_sc_hd__nor4b_2 0.35, sky130_fd_sc_hd__and3_1 0.39, sky130_fd_sc_hd__a21oi_1 0.23, sky130_fd_sc_hd__o2bb2ai_1 0.17
==> kinds of logic after synthesis <==
group,Yosys count,synth area share
flops,81,0.461
mux,4,0.0114
xor+xnor,45,0.112
compound gates,60,0.124
fa+ha+maj,6,0.0213
buf+inv,20,0.0284
simple gates,162,0.242
==> where the power goes <==
group / switching (mW) / internal, mW / leakage [nW] / total, mW
sequential: 0.0203 / 1.72 / 0.654 / 1.74
clock: 0.615 / 0.740 / 0.113 / 1.36
combinational: 0.0909 / 0.0685 / 0.697 / 0.159
==> path summary, 6_finish.rpt <==
check / end / depth (start not counted) / from / slack (ns)
worst min-delay path: ipc_cycle_cnt[0] / 1 / ipc_cycle_cnt[0] / 0.45
worst min register to register: ipc_cycle_cnt[0] / 1 / ipc_cycle_cnt[0] / 0.45
worst max-delay path: o_mem_pen[1] / 4 / mem_pen_cycle_cnt[2] / 0.30
worst max register to register: o_mem_pen[1] / 4 / mem_pen_cycle_cnt[2] / 0.30
==> layer usage <==
metal,GRT usage,part of all wire
met1,0.261,0.52
met4,0.0137,0.0080
met3,0.0337,0.028
met2,0.251,0.44
met5,0,0
==> final cells by class <==
cell class                 count  area, um^2
clock inverter                 7        92.6
fill                         758        4080
sequential                    81        1620
multi-input combinational    277        1800
clock buffer                   9         124
timing repair buffer          57         513
inverter                       5        18.8
tap                          105         131
No activity file was given, so power comes from the tool's default toggle rates.
