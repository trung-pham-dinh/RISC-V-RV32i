$ cat ./run.sh
#!/bin/bash
# OpenROAD 26Q1-2900-gdf79404cd8, Yosys 0.63+post, stock flow scripts
make -C /OpenROAD-flow-scripts/flow DESIGN_CONFIG=/design/flow/config.mk WORK_HOME=/design/flow/orfs finish
$ cat ./constraint.sdc
current_design sram_ctrl

set clk_period 6.4
set clk_io_pct 0.2

create_clock -name clk0 -period $clk_period [get_ports {i_clk}]

set non_clock_inputs [all_inputs -no_clocks]
set_input_delay [expr $clk_period * $clk_io_pct] -clock clk0 $non_clock_inputs
set_output_delay [expr $clk_period * $clk_io_pct] -clock clk0 [all_outputs]
$ cat ./config.mk
export PLATFORM = sky130hd
export DESIGN_NAME = sram_ctrl
export DESIGN_NICKNAME = sram_ctrl
export VERILOG_FILES = /design/flow/design.v
export SDC_FILE = /design/flow/constraint.sdc
export NUM_CORES = 4
export LEC_CHECK = 1
export CORE_UTILIZATION = 40
$ cat ./design.v
module sram_ctrl (
  input  logic [17:0]   i_ADDR   ,
  input  logic [31:0]   i_WDATA  ,
  input  logic [ 3:0]   i_BMASK  ,
  input  logic          i_WREN   ,
  input  logic          i_RDEN   ,
  output logic [31:0]   o_RDATA  ,
  output logic          o_ACK    ,
  output logic [17:0]   SRAM_ADDR,
  inout  wire  [15:0]   SRAM_DQ  ,
  output logic          SRAM_CE_N,
  output logic          SRAM_WE_N,
  output logic          SRAM_OE_N,
  output logic          SRAM_LB_N,
  output logic          SRAM_UB_N,
  input logic i_clk,
  input logic i_reset
);
  typedef enum logic [2:0] {
      StIdle
    , StWrite
    , StWriteAck
    , StRead0
    , StRead1
    , StReadAck
  } sram_state_e;
  sram_state_e sram_state_d;
  sram_state_e sram_state_q;
  logic [17:0] addr_d;
  logic [17:0] addr_q;
  logic [31:0] wdata_d;
  logic [31:0] wdata_q;
  logic [31:0] rdata_d;
  logic [31:0] rdata_q;
  logic [ 3:0] bmask_d;
  logic [ 3:0] bmask_q;
  logic [15:0] DIN;
  logic [15:0] DOUT;
  always_comb begin : proc_detect_state
    case (sram_state_q)
      StIdle, StWriteAck, StReadAck: begin
        if (i_WREN ~^ i_RDEN) begin
          sram_state_d = StIdle;
          addr_d       = addr_q;
          wdata_d      = wdata_q;
          rdata_d      = rdata_q;
          bmask_d      = bmask_q;
        end
        else begin
          sram_state_d = i_WREN ? StWrite : StRead0;
          addr_d       = i_ADDR & 18'h3FFFE;
          wdata_d      = i_WREN ? i_WDATA : wdata_q;
          rdata_d      = rdata_q;
          bmask_d      = i_BMASK;
        end
      end
      StWrite: begin
        sram_state_d = StWriteAck;
        addr_d       = addr_q | 18'h1;
        wdata_d      = wdata_q >> 16;
        rdata_d      = rdata_q;
        bmask_d      = bmask_q;
      end
      StRead0: begin
        sram_state_d = StRead1;
        addr_d       = addr_q | 18'h1;
        wdata_d      = wdata_q;
        rdata_d      = {rdata_q[31:16], DIN};
        bmask_d      = bmask_q;
      end
      StRead1: begin
        sram_state_d = StReadAck;
        addr_d       = addr_q;
        wdata_d      = wdata_q;
        rdata_d      = {DIN, rdata_q[15:0]};
        bmask_d      = bmask_q;
      end
      default: begin
        sram_state_d = StIdle;
        addr_d       = '0;
        wdata_d      = '0;
        rdata_d      = '0;
        bmask_d      = '0;
      end
    endcase
  end
  always_ff @(posedge i_clk) begin
    if (!i_reset) begin
      sram_state_q <= StIdle;
    end
    else begin
      sram_state_q <= sram_state_d;
    end
  end
  always_ff @(posedge i_clk) begin
    if (!i_reset) begin
      addr_q  <= '0;
      wdata_q <= '0;
      rdata_q <= '0;
      bmask_q <= 4'b0000;
    end
    else begin
      addr_q  <= addr_d;
      wdata_q <= wdata_d;
      rdata_q <= rdata_d;
      bmask_q <= bmask_d;
    end
  end
  always_comb begin : proc_output_to_sram
    SRAM_ADDR = addr_q;
    case (sram_state_q)
      StWrite: begin
        DOUT      = wdata_q[15:0];
        SRAM_WE_N = 1'b0;
        SRAM_OE_N = 1'b1;
        SRAM_CE_N = 1'b0;
        {SRAM_UB_N, SRAM_LB_N} = ~bmask_q[1:0];
      end
      StWriteAck: begin
        DOUT      = wdata_q[15:0];
        SRAM_WE_N = 1'b0;
        SRAM_OE_N = 1'b1;
        SRAM_CE_N = 1'b0;
        {SRAM_UB_N, SRAM_LB_N} = ~bmask_q[3:2];
      end
      StRead0: begin
        DOUT      = 'z;
        SRAM_WE_N = 1'b1;
        SRAM_OE_N = 1'b0;
        SRAM_CE_N = 1'b0;
        {SRAM_UB_N, SRAM_LB_N} = ~bmask_q[1:0];
      end
      StRead1: begin
        DOUT      = 'z;
        SRAM_WE_N = 1'b1;
        SRAM_OE_N = 1'b0;
        SRAM_CE_N = 1'b0;
        {SRAM_UB_N, SRAM_LB_N} = ~bmask_q[3:2];
      end
      StReadAck: begin
        DOUT      = 'z;
        SRAM_WE_N = 1'b1;
        SRAM_OE_N = 1'b1;
        SRAM_CE_N = 1'b1;
        {SRAM_UB_N, SRAM_LB_N} = 2'b11;
      end
      default: begin
        DOUT      = 'z;
        SRAM_WE_N = 1'b1;
        SRAM_OE_N = 1'b1;
        SRAM_CE_N = 1'b1;
        {SRAM_UB_N, SRAM_LB_N} = 2'b11;
      end
    endcase
  end
  assign  SRAM_DQ = DOUT;
  assign  DIN = SRAM_DQ;
  always_comb begin : proc_output_to_lsu
    o_RDATA = rdata_q;
    o_ACK  = (sram_state_q == StWriteAck) || (sram_state_q == StReadAck);
  end
endmodule
==> run notes <==
• **CTS root buffer** sky130_fd_sc_hd__clkbuf_8
• **count of buffers added by post-CTS timing repair for setup** 0
• **Detail Placement HPWL** 6.79 mm
• **PortBufs** 112
• **number of instances in the synthesized netlist** 443
• **Halt Reason** [error] [KeplerFormal.cpp:679] Workflow failed: Iso has multiple drivers: .SRAM_DQ0, SRAM_DQ[0]$_SDFFE_PN0P_.Q0
• **synthesis-stage register bit count** 92
• **sinks on the clock net** 92
• **sequential element share of the synthesized area** 47.0%
• **tally of unique sky130hd cells used after synthesis** 31
• **number of hold-repair buffers added at the cts stage** 0
• **routability congestion estimate** 0.783
• **Stop stage** clock tree synthesis
• **Post-Synthesis Cell Area** 0.00392 sq mm
• **Avg Inst Size Synth** 8.85 sq um
• **width of the chip** 101 um
• **ys cells** 443
• **number of warnings printed during yosys synthesis** 5
• **top-level port count** 130
• **post-cts sizing count** 0
• **number of buffers created by CTS** 9
• **Chip Area, Yosys** 0.00392 sq mm
• **Starting Density** 41.8%
• **# rows** 35
• **chip height** 101 um
• **worst-case clock buffer depth** 2
• **run status** aborted with a tool error
• **maximum level of the CTS H-tree** 3
[kinds of logic after synthesis]
family	Yosys count	synth area share (%)
buffers and inverters	49	6.19
AND/OR/NAND/NOR	161	18.9
multiplexers	37	9.45
AND-OR/OR-AND	104	18.5
flip-flops	92	47.0
[stage by stage]
step / worst slack, ns / instances / instance area (sq um) / utilization (%) / hold slack, ns
2_1_floorplan: 3.87 / 443 / 3920 / - / 0.423
3_5_place_dp: 2.90 / 644 / 5020 / 53.6 / 0.451
3_3_place_gp: 2.89 / 644 / 5020 / 53.6 / 0.444
[synth_stat cells]
cell	number	share of area, %
sky130_fd_sc_hd__clkbuf_1	34	3.3
sky130_fd_sc_hd__and2_1	3	0.48
sky130_fd_sc_hd__nand4_1	32	5.1
sky130_fd_sc_hd__buf_12	2	1.0
sky130_fd_sc_hd__buf_1	2	0.19
sky130_fd_sc_hd__or2_2	2	0.32
sky130_fd_sc_hd__nand2b_1	2	0.32
sky130_fd_sc_hd__mux2i_1	37	9.4
sky130_fd_sc_hd__a2bb2oi_1	1	0.22
sky130_fd_sc_hd__or3_1	1	0.16
sky130_fd_sc_hd__inv_1	2	0.19
sky130_fd_sc_hd__a22oi_1	16	3.1
sky130_fd_sc_hd__nor3_1	1	0.13
sky130_fd_sc_hd__or2_1	2	0.32
sky130_fd_sc_hd__a311o_1	1	0.26
sky130_fd_sc_hd__buf_6	2	0.57
sky130_fd_sc_hd__a31oi_1	1	0.16
sky130_fd_sc_hd__o221ai_1	17	3.8
sky130_fd_sc_hd__o31a_1	1	0.22
sky130_fd_sc_hd__buf_4	1	0.19
sky130_fd_sc_hd__o211a_1	1	0.26
sky130_fd_sc_hd__nand3_1	17	2.2
sky130_fd_sc_hd__dfxtp_1	92	47
sky130_fd_sc_hd__or3_4	1	0.29
sky130_fd_sc_hd__buf_2	6	0.77
sky130_fd_sc_hd__nand2_1	94	9.0
sky130_fd_sc_hd__nor2_1	6	0.57
sky130_fd_sc_hd__a21boi_1	3	0.57
sky130_fd_sc_hd__o21ai_0	33	4.2
sky130_fd_sc_hd__a21boi_0	29	5.6
sky130_fd_sc_hd__a21o_1	1	0.19
